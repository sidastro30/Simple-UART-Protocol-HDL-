### design/flow/run.sh
#!/bin/bash
# OpenROAD 26Q1-2900-gdf79404cd8, Yosys 0.63+post, stock flow scripts
make -C /OpenROAD-flow-scripts/flow DESIGN_CONFIG=/design/flow/config.mk WORK_HOME=/design/flow/orfs finish
### design/flow/config.mk
export PLATFORM = sky130hd
export DESIGN_NAME = UART
export DESIGN_NICKNAME = UART
export VERILOG_FILES = /design/flow/design.v
export SDC_FILE = /design/flow/constraint.sdc
export NUM_CORES = 4
export LEC_CHECK = 1
export CORE_UTILIZATION = 30
### design/flow/constraint.sdc
current_design UART

set clk_period 2.2
set clk_io_pct 0.2

create_clock -name clk0 -period $clk_period [get_ports {clk}]

set non_clock_inputs [all_inputs -no_clocks]
set_input_delay [expr $clk_period * $clk_io_pct] -clock clk0 $non_clock_inputs
set_output_delay [expr $clk_period * $clk_io_pct] -clock clk0 [all_outputs]
### design/flow/design.v
module UART_Rx(din,clk,indicator);
input            din, clk;
output reg [7:0] indicator;
reg    [9:0]    count;     
reg    [3:0]    rx_count;     
reg    [3:0]    state;
reg    [7:0]    buffer;     
reg    [14:0]   indication_count;   
reg             clk_baud;
parameter  idle = 4'd0, receive = 4'd1, decision = 4'd2;
initial clk_baud = 1'b0;
initial count    = 'd0;
always @ ( posedge clk_baud) begin
     case(state)
     idle             : begin
                        rx_count   <=    4'h0;
                        indicator  <=    8'b00000000;
                        indication_count <= 'd0;
                        if (~din) begin
                          rx_count  <=   4'h0;
                          state     <=   receive;
                          buffer    <=   'd0;
                          indicator <=    8'b00000000;
                        end
                        end
     receive          : begin
                         buffer     <= {din,buffer[7:1]};
                         rx_count   <= rx_count + 1'b1;
                         if(rx_count > 4'h6) begin
                           state <= decision;
                         end
                        end
     decision         : begin
                        if((buffer[6:0] == 7'h47) && (buffer[7] == 1'b0)) begin   
                          indicator        <= 8'b00001111;
                          indication_count <= indication_count + 1'b1;
                          if (indication_count > 15'd9700)
                          state     <=   idle;
                        end else begin
                          state     <=   idle;
                          indicator <= 8'b00000000;
                        end
                        end
     default          : state <= idle;
     endcase
end
always @ ( posedge clk ) begin
    count <= count + 1'b1;
    if(count > 10'd624) begin
      count     <= 'd0;
      clk_baud  <= ~clk_baud;
    end
end
endmodule
module UART_Tx(transmit, clk, dout);
input transmit, clk;
output reg dout;
reg   [8:0]  buffer;
reg          clk_baud;
reg   [9:0]  count;
reg   [6:0]  word = 7'h57;  
reg   [3:0]  state;
reg          start;
parameter  idle      =   4'd0,
           start_bit =   4'd1,
           bit_0     =   4'd2,
           bit_1     =   4'd3,
           bit_2     =   4'd4,
           bit_3     =   4'd5,
           bit_4     =   4'd6,
           bit_5     =   4'd7,
           bit_6     =   4'd8,
           parity    =   4'd9;
always @ ( posedge clk_baud or negedge transmit ) begin
  if (~transmit) begin
     state   <=   start_bit;
     buffer  <=   {1'b0,word[6:0],1'b0};  
     start   <=   1'b1;
  end else begin
     case(state)
       idle         : begin
                        dout  <= 1'b1;       
                        start <= 1'b0;
                      end
       start_bit    : begin
                        dout  <=  buffer[0];  
                        state <=  bit_0;
                      end
       bit_0        : begin
                        dout  <=  buffer[1];  
                        state <=  bit_1;
                      end
       bit_1        : begin
                        dout  <=  buffer[2];  
                        state <=  bit_2;
                      end
       bit_2        : begin
                        dout  <=  buffer[3];  
                        state <=  bit_3;
                      end
       bit_3        : begin
                        dout  <=  buffer[4];  
                        state <=  bit_4;
                      end
       bit_4        : begin
                        dout  <=  buffer[5];  
                        state <=  bit_5;
                      end
       bit_5        : begin
                        dout  <=  buffer[6];  
                        state <=  bit_6;
                      end
       bit_6        : begin
                        dout  <=  buffer[7];  
                        state <=  parity;
                      end
       parity       : begin
                        dout  <= buffer[8];  
                        state <= idle;
                      end
      default       : state <= idle;
      endcase
   end
end
always @ ( posedge clk ) begin
  if(start) begin
    count <= count + 1'b1;
    if(count > 10'd624) begin
      count     <= 'd0;
      clk_baud  <= ~clk_baud;
    end
  end else begin
    clk_baud <= 1'b0;
    count    <= 'd0;
  end
end
endmodule  
module UART(clk,din,transmit, indicator,dout);
input         clk, din;
input         transmit;
output  [7:0] indicator;
output        dout;
UART_Rx inst_0(.din(din),             .clk(clk),   .indicator(indicator));
UART_Tx inst_1(.transmit(transmit),   .clk(clk),   . dout(dout));
endmodule
==> run summary <==
number of unconstrained endpoints = 77
final worst slack = 0.686 ns
startpoint class of the critical path = flop
Placer Congestion = 0.794
Detailed Route WL = 3800 microns
I/O pins = 12
register pins left without a clock = 42
Synth flops = 64
drt initial violations = 38
Die Height = 99.9 microns
CP max FO = 10
clock latency (worst-skew pair) = 0.26 ns
# H-tree levels = 1
first-pass GRT wire length = 6980 microns
Avg Cell Area, Syn = 10.9 sq um
Syn Std Cell Area = 0.00288 sq mm
CTS root buf = clkbuf_8
Max-area cell share = 33.4%
Final Cycle Share = 68.8%
first-pass detailed-route iteration total = 4
Total GRT Usage = 8.45%
CTS Buffer Depth = 2
Ys Warns = 2
Yosys chip area = 0.00288 sq mm
clk slew on worst S/H paths = 0.07 ns
Worst EP arrival = 1.71 ns
final tally of max-slew violations = 0
postcts setup bufs = 0
FP Rows = 35
Top FF cell, synth = edfxtp_1
Fmax achieved = 660 MHz
fp util = 31.0%
Max Clock Skew = 0.000512 ns
VDD IR-drop max = 145 uV
pin count of the biggest net entering global routing = 31
register share of total power = 60.6%
Final setup viols = 0
status = finished, final reports clean
chip width = 99.9 microns
cells after synthesis = 265
I/O Buffers = 7
count of library flops with an enable pin = 32
final global-route overflow total = 0
initial antenna violation count = 0
ys async rst share = 17.2%
Vias = 1,702
wire per inst = 9.52 microns
Non-Filler Instances = 399
setup TNS = 0 ns
CP Capture Type = flop
# resized after CTS = 0
Tmin final = 1.51 ns
Fill cells = 955
Psw = 0.000128 W
critical path class = flop to flop
RSZ-0062 raised after global routing = no
data required time of the worst path = 2.39 ns
HPWL after detailed placement = 2790 microns
number of CTS-inserted buffers = 3
maxcap violations = 0
CTS tree = built
dpl cells = 395
antenna viol nets, final = 0
clock network power share = 37.7%
combinational group share of total power = 1.7%
DIE AREA = 0.00998 sq mm
Final Hold Viols = 0
Pint = 0.000535 W
hold-fix buffers at CTS = 0
Via-to-Cell Ratio = 4.27
PwrDens = 213 mW/mm^2
Net Sw Frac = 19.3%
Relative slew margins = 57.7%
Worst Tran Pin Value = 0.632 ns
vias in the first global route = 1,622
share of cells above drive strength 1 = 5.93%
cell accounting for the most synthesized area = edfxtp_1
Pleak = 1.10 nW
pre-CTS WS = 0.689 ns
register area share after synthesis = 57.7%
Layout area overhead = 8.14%
top cells by area = edfxtp_1, dfxtp_1, dfrtp_1
core area = 0.00928 sq mm
OpenROAD warnings = 29
DRC Markers = 0
n_diodes = 0
post-synth cell types = 43
cells in synth_stat.txt = 265
hold crit path type = flop to flop
## cells in the mapped netlist, types with 6 or more instances
cell type	number
nand2_1	10
nor2_1	44
edfxtp_1	32
nand4_1	8
a21oi_1	6
ha_1	8
buf_4	7
dfxtp_1	21
and3_1	11
dfrtp_1	9
nand3_1	11
xnor2_1	20
inv_1	22
## critical path, stage by stage, from the launching register on
cell	delay, ns
dfxtp_1	0.34
inv_1	0.07
ha_1	0.12
or3b_4	0.38
a211oi_4	0.28
o21ai_4	0.14
nor2_1	0.12
## flip-flops by register name (all words and copies together) (netlist names), 2 cells and up
signal and flops:
inst_0.count 10, inst_1.count 10, inst_0.buffer 8, inst_0.rx_count 4
inst_0.indication_count 15, inst_1.state 10, inst_0.state 2
## area by class of cell
class	instances	area [sq um]	area share [%]
sequential	64	1660	53.4
timing repair buffer	9	85.1	2.74
clock buffer	4	45.0	1.45
tap	129	161	5.19
inverter	22	82.6	2.66
multi-input combinational	171	1080	34.6
## per-layer routing
metal | up-vias | share of wire, % | global-route usage [%]
li1 | 911 | - | -
met1 | 774 | 55 | 13.6
met2 | 13 | 42 | 13.4
met3 | 4 | 1.6 | 0.779
met4 | 0 | 0.90 | 0.792
met5 | - | 0 | 0
## path summary, 6_finish.rpt
check	start	end	slack, ns	cells after the start
setup / recovery	inst_1.count[0]	inst_1.count[5]	0.69	6
hold / removal	inst_1.count[0]	inst_1.count[0]	0.47	1
setup reg to reg	inst_1.count[0]	inst_1.count[5]	0.69	6
hold reg to reg	inst_1.count[0]	inst_1.count[0]	0.47	1
## placed cells by master, fill, tap and decap left out, types with 2 or more instances in the layout
cell type | synthesis | layout
nand2b_1 | 2 | 2
and3_1 | 11 | 11
nand3_1 | 11 | 11
dfxtp_1 | 21 | 21
conb_1 | 1 | 5
xor2_1 | 4 | 4
dfrtp_1 | 9 | 9
edfxtp_1 | 32 | 32
a21oi_1 | 6 | 6
nand4_1 | 8 | 8
inv_1 | 22 | 22
ha_1 | 8 | 8
clkbuf_8 | 0 | 3
nand2_1 | 10 | 10
or3_1 | 2 | 2
a31o_2 | 3 | 3
dfstp_2 | 2 | 2
clkdlybuf4s50_1 | 0 | 7
nor4_1 | 4 | 4
buf_4 | 7 | 2
nor2_1 | 44 | 44
o31a_1 | 2 | 2
nor2b_1 | 4 | 4
a31oi_1 | 3 | 3
o21ai_0 | 3 | 2
nor4bb_1 | 2 | 2
xnor2_1 | 20 | 20
nor3_1 | 4 | 4
## cell families after synthesis
family                     after synthesis  share of synthesized area [%]
AOI/OAI and AO/OA                       25                           6.66
DFF                                     64                           57.7
and+or+nand+nor                        109                           19.3
adders and majority gates                8                           3.48
other                                    1                          0.130
xor gates and xnor gates                24                           7.31
buffers and inverters                   34                           5.40
## per-stage QoR
step	instance area [sq um]	utilization, %	hold WS [ns]	power (W)
6_report	3110	33.5	0.473	0.000663
5_1_grt	3110	33.5	0.507	0.000689
4_1_cts	3110	33.5	0.473	0.000673
3_5_place_dp	3060	33.0	0.459	0.000422
3_3_place_gp	3060	33.0	0.448	0.000423
2_1_floorplan	2890	-	0.432	0.000419
## power by group through the flow
stage         Sequential [W]  Clock, W  Combinational [W]
CTS                 0.000402  0.000260          0.0000114
global route        0.000402  0.000274          0.0000134
finish              0.000402  0.000250          0.0000110
Power and IR drop assume default switching activity.
